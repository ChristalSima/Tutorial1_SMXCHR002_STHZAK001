===== /design/flow/run.sh =====
#!/bin/bash
# OpenROAD 26Q1-2900-gdf79404cd8, Yosys 0.63+post, stock flow scripts
make -C /OpenROAD-flow-scripts/flow DESIGN_CONFIG=/design/flow/config.mk WORK_HOME=/design/flow/orfs finish

===== /design/flow/config.mk =====
export PLATFORM = sky130hd
export DESIGN_NAME = CU
export DESIGN_NICKNAME = CU
export VERILOG_FILES = /design/flow/design.v
export SDC_FILE = /design/flow/constraint.sdc
export NUM_CORES = 4
export LEC_CHECK = 1
export CORE_UTILIZATION = 30

===== /design/flow/constraint.sdc =====
current_design CU

set clk_period 7.1
set clk_io_pct 0.2

create_clock -name clk0 -period $clk_period [get_ports {clk}]

set non_clock_inputs [all_inputs -no_clocks]
set_input_delay [expr $clk_period * $clk_io_pct] -clock clk0 $non_clock_inputs
set_output_delay [expr $clk_period * $clk_io_pct] -clock clk0 [all_outputs]

===== /design/flow/design.v =====
`timescale 1ns / 1ps
module CU (clk,rst, instr, result2, operand1, operand2, offset, opcode, sel1, sel3,w_r, Reg_file);
    parameter DATA_WIDTH = 8;  
    parameter ADDR_BITS = 5;  
    parameter INSTR_WIDTH = 20; 
    input clk,rst;
    input [INSTR_WIDTH-1:0] instr;
    input [DATA_WIDTH-1:0] result2;
    output reg [DATA_WIDTH-1:0] operand1;
    output reg [DATA_WIDTH-1:0] operand2;
    output reg [DATA_WIDTH-1:0] offset;
    output reg [3:0] opcode;
    output reg sel1, sel3, w_r;
    output reg [4*DATA_WIDTH-1:0] Reg_file;
    reg [DATA_WIDTH-1:0] regfile [0:3];
    reg [INSTR_WIDTH-1:0] instruction;
    assign Reg_file = {regfile[3], regfile[2], regfile[1], regfile[0]};
    parameter RESET = 4'b0000;
    parameter DECODE = 4'b0001;
    parameter EXECUTE = 4'b0010;
    parameter MEM_ACCESS = 4'b0100;
    parameter WRITE_BACK = 4'b1000;
    reg [3:0] state = RESET;
    always @(posedge clk) begin
        instruction = instr;
        case (state)
            RESET : begin  
                if (instruction[19:18] == 2'b00)  begin
                    state = RESET; 
                    end else begin
                    state = DECODE;  
                    end
                regfile[0]<= 8'd0;
                regfile[1]<= 8'd1;
                regfile[2]<= 8'd2;
                regfile[3]<= 8'd3;
                operand1 <= #(DATA_WIDTH)'d0;
                operand2 <= #(DATA_WIDTH)'d0;
                offset <= #(DATA_WIDTH)'d0;
                opcode <= 4'b1111;
                sel1 <= 0;
                sel3 <= 0;
                w_r <= 0;
            end
            DECODE : begin  
                state = EXECUTE;  
                if (instruction[19:18] == 2'b1) begin  
                    operand1 <= regfile[instruction[15:14]];  
                    operand2 <= regfile[instruction[13:12]];  
                    offset <= instruction[11:4];
                    opcode <= instruction[3:0];
                    sel1 <= 1;
                    sel3 <= 0;
                    w_r <= 0;
                end else if (instruction[19:18] == 2'b10) begin  
                    operand1 <= regfile[instruction[15:14]];  
                    operand2 <= regfile[instruction[17:16]];  
                    offset <= instruction[11:4];
                    opcode <= instruction[3:0];
                    sel1 <= 0;  
                    sel3 <= 1;  
                    w_r <= 0;
                end else if (instruction[19:18] == 2'b11) begin  
                    operand1 <= regfile[instruction[15:14]];  
                    operand2 <= regfile[instruction[17:16]];  
                    offset <= instruction[11:4];
                    opcode <= instruction[3:0];
                    sel1 <= 0;  
                    sel3 <= 1;  
                    w_r <= 0;  
                end
            end
            EXECUTE: begin  
                state = MEM_ACCESS;  
                if (instruction[19:18] == 2'b01) begin  
                    state = WRITE_BACK;
                    operand1 <= regfile[instruction[15:14]];  
                    operand2 <= regfile[instruction[13:12]];  
                    offset <= instruction[11:4];
                    opcode <= instruction[3:0];
                    sel1 <= 1;
                    sel3 <= 0;
                    w_r <= 0;
                end else if (instruction[19:18] == 2'b10) begin  
                    operand1 <= regfile[instruction[15:14]];  
                    operand2 <= regfile[instruction[17:16]];  
                    offset <= instruction[11:4];
                    opcode <= instruction[3:0];
                    sel1 <= 0;  
                    sel3 <= 1;  
                    w_r <= 0;
                end else if (instruction[19:18] == 2'b11) begin  
                    operand1 <= regfile[instruction[15:14]];  
                    operand2 <= regfile[instruction[17:16]];  
                    offset <= instruction[11:4];
                    opcode <= instruction[3:0];
                    sel1 <= 0;  
                    sel3 <= 1;  
                    w_r <= 1;  
                end
            end
            MEM_ACCESS: begin  
                state = WRITE_BACK;  
                if (instruction[19:18] == 2'b10) begin  
                    operand1 <= regfile[instruction[15:14]];  
                    operand2 <= regfile[instruction[17:16]];  
                    offset <= instruction[11:4];
                    opcode <= instruction[3:0];
                    sel1 <= 0;  
                    sel3 <= 1;  
                    w_r <= 0;
                end else if (instruction[19:18] == 2'b11) begin  
                    state = DECODE;
                    operand1 <= regfile[instruction[15:14]];  
                    operand2 <= regfile[instruction[17:16]];  
                    offset <= instruction[11:4];
                    opcode <= instruction[3:0];
                    sel1 <= 0;  
                    sel3 <= 1;  
                    w_r <= 0;  
                end
            end
            WRITE_BACK: begin  
                state = DECODE;  
                if (instruction[19:18] == 2'b01) begin  
                    regfile[instruction[17:16]] <= result2;  
                    operand1 <= regfile[instruction[15:14]];  
                    operand2 <= regfile[instruction[13:12]];  
                    offset <= instruction[11:4];
                    opcode <= instruction[3:0];
                    sel1 <= 1;
                    sel3 <= 0;
                    w_r <= 0;
                end else if (instruction[19:18] == 2'b11) begin  
                    regfile[instruction[17:16]] <= result2;  
                    operand1 <= regfile[instruction[15:14]];  
                    operand2 <= regfile[instruction[17:16]];  
                    offset <= instruction[11:4];
                    opcode <= instruction[3:0];
                    sel1 <= 0;  
                    sel3 <= 1;  
                    w_r <= 0;  
                end else if (instruction[19:18] == 2'b10) begin  
                    regfile[instruction[17:16]] <= result2;  
                    operand1 <= regfile[instruction[15:14]];  
                    operand2 <= regfile[instruction[17:16]];  
                    offset <= instruction[11:4];
                    opcode <= instruction[3:0];
                    sel1 <= 0;  
                    sel3 <= 1;  
                    w_r <= 0;
                end
            end
            default:  
            state = RESET;  
        endcase
    end
endmodule

==> out/qor.yml <==
ys.flops: 67
p_leak_nw: 1.68
cts_sinks: 67
num_rows: 38
clock_path_buffers: 2
die_w_um: 110
min_to: "operand1[2]$_DFFE_PP_"
cts_setup_buffers: 0
rsz0062_at_grt: "no"
max_slew_margin_pct: 36.0
dp.cells: 484
ctsHtreeMaxLevel: 3
dp_hpwl_mm: 6.64
antenna_found_initial: 0
top_cell_area_share_pct: 54.5
edf_count: 63
worst-path-buf-inv: 2
drtPass1Iterations: 4
num_vias: 2527
synth_seq_share_pct: 56.8
mi_logic_area_um2: 1400
critPathKind: "primary input to flip-flop"
setup_viol: 0
via_per_inst: 5.05
routabilityCongestion: 0.925
chipArea_um2: 12000
r2r-end: "regfile[1][6]$_SDFFCE_PN0P_"
crit_chain: "clkdlybuf4s50_1 > inv_1 > ha_1 > nor3_1 > nor4b_2 > a21o_1"
drive_above_1_share_pct: 13.1
yosysChipArea_um2: 3470
crit_cells: 6
skew_ps: 3.19
whs_path_depth: 1
topCellsByArea: "edfxtp_1 (54%), mux4_2 (5.2%), and2_1 (5.0%)"
tns_ps: 0
clkTransAtPathRegs_ps: 60
seqCellArea_um2: 1970
synth.avg_cell_area_um2: 13.1
insertedDiodeCount: 0
clock.fmax_mhz: 257
numCtsBuffers: 9
postRouteAntennaNets: 0
cpPeakStageDelay_ps: 860
top_cell: "edfxtp_1"
grt_max_degree: 31
hold_viol: 0
cts_resized: 0
drt_drc_violations_left: 0
synthTopCellsByCount: "edfxtp_1 (63), and2_1 (28), nand2_1 (14)"
critPathLaunchType: "primary input"
nFillCells: 1024
maxSlewViolCount: 0
io_buffers: 91
fin_crit_sh_pct: 54.9
yosys_cells: 265
wl_mm: 8.99
overflow: 0
yosysWarnings: 2
drv_cap: 0
area_delta_synth_final_pct: 37.9
async_reset_ff_share_pct: 0
hold_buffers: 0
grtUsageTotal_pct: 15.9
required_ps: 7080
status: "finished clean"
worst_pin_slew_ps: 957
regToRegSetupSlack_ps: 4250
ioPinCount: 93
rr_worst_depth: 4
ys_types: 48
grt_pass1_vias: 2431
end_kind: "flip-flop"
peakVddDrop_mv: 0.160
min_path_type: "flip-flop to flip-flop"
r2r-start: "state[3]$_DFF_P_"
fp_util_pct: 31.3
clk_latency_ps: 320
cts_tree: "yes"
min_from: "operand1[2]$_DFFE_PP_"
crit_arrival_ps: 3870
path_max_fanout: 10
root_buffer: "clkbuf_16"
syn_inst: 265
period_minus_slack_ps: 3900
power-per-cell-area_nw_per_um2: 453
core_um2: 11100
die_y_um: 110
synth_area_leader_cell: "edfxtp_1"
wl_per_cell_um: 18.0
flop_cell: "edfxtp_1"
grt_pass1_wl_mm: 13.7
worst_path_max_delay_cell: "nor4b_2"
stdcell_count: 500
fin_util_pct: 43.2
tool_warnings: 31
drt_iter0_markers: 133
crit_family: "simple AND/OR/NAND/NOR gates"
syn_area_um2: 3470
## metrics by stage
stage	hold slack (ps)	setup slack (ps)	total power [mW]	area (um^2)
after global routing	604	3110	2.31	4790
after detailed placement	563	2930	1.76	4500
after CTS	582	3230	2.19	4790
after global placement	552	2960	1.75	4500
after floorplan	504	3240	1.24	3470
final	583	3200	2.17	4790
## where the power goes
part	total (mW)	switching, mW	leakage [nW]	internal, mW
registers	0.897	0.169	0.667	0.728
clock network	0.432	0.162	0.141	0.270
logic	0.840	0.375	0.871	0.465
total	2.17	0.705	1.68	1.46
## sequential cells by signal (all words and copies together), names as in the netlist
| register | count |
|---|---|
| opcode | 4 |
| sel1 | 1 |
| state | 4 |
| regfile | 32 |
| sel3 | 1 |
| operand1 | 8 |
| operand2 | 8 |
| w_r | 1 |
| offset | 8 |
## placed cells by master, fill, tap and decap left out, types with 3 or more instances in the layout
cell,synthesis,final
clkdlybuf4s50_1,0,91
edfxtp_1,63,63
and2_1,28,28
nand2_1,14,14
a21oi_1,13,13
o21ai_0,13,13
nor2_1,10,10
a22o_1,9,9
clkbuf_16,0,9
mux2_2,8,8
a22oi_1,9,8
mux4_2,8,8
a32oi_1,7,7
nor3_1,6,6
ha_1,6,6
nand2b_1,4,4
a221o_1,4,4
dfxtp_1,4,4
o22a_1,3,3
inv_1,3,3
o21ai_1,3,3
o22ai_1,3,3
a21o_1,3,3
clkinv_2,0,3
buf_4,1,3
## worst max path at each step
stage / startpoint / end / slack (ps)
after global routing: instr[19] / regfile[1][6]$_SDFFCE_PN0P_ / 3110
final: instr[19] / regfile[1][6]$_SDFFCE_PN0P_ / 3200
after CTS: instr[19] / regfile[1][2]$_SDFFCE_PN0P_ / 3230
## cells by family after synthesis
logic type / after synthesis / synth area share [%]
compound gates: 73 / 14.7
flops: 67 / 56.8
simple gates: 80 / 13.9
buf+inv: 18 / 2.92
xor+xnor: 2 / 0.505
mux: 19 / 8.94
fa+ha+maj: 6 / 2.16
## layer usage
| layer | part of all wire (%) | global-route usage, % | vias to the layer above |
|---|---|---|---|
| li1 | - | - | 1223 |
| met5 | 0 | 0 | - |
| met3 | 6.4 | 4.05 | 18 |
| met2 | 47 | 23.3 | 88 |
| met4 | 2.8 | 4.00 | 0 |
| met1 | 44 | 25.0 | 1198 |
## area by class of cell
cell class                      count  share of cell area [%]
Timing Repair Buffer               94                    19.5
Sequential cell                    67                    41.2
Inverter                            3                   0.235
Clock buffer                        9                    4.70
Clock inverter                      7                    1.44
Tap cell                          140                    3.66
Multi-Input combinational cell    180                    29.3
Power figures rest on the tool's default switching activity, not on a simulated workload.
