--- /design/flow/constraint.sdc ---
current_design reg_mem

set clk_period 3.0
set clk_io_pct 0.2

create_clock -name clk0 -period $clk_period [get_ports {clk}]

set non_clock_inputs [all_inputs -no_clocks]
set_input_delay [expr $clk_period * $clk_io_pct] -clock clk0 $non_clock_inputs
set_output_delay [expr $clk_period * $clk_io_pct] -clock clk0 [all_outputs]
--- /design/flow/config.mk ---
export PLATFORM = sky130hd
export DESIGN_NAME = reg_mem
export DESIGN_NICKNAME = reg_mem
export VERILOG_FILES = /design/flow/design.v
export SDC_FILE = /design/flow/constraint.sdc
export NUM_CORES = 4
export LEC_CHECK = 1
export CORE_UTILIZATION = 40
--- /design/flow/run.sh ---
#!/bin/bash
# OpenROAD 26Q1-2900-gdf79404cd8, Yosys 0.63+post, stock flow scripts
make -C /OpenROAD-flow-scripts/flow DESIGN_CONFIG=/design/flow/config.mk WORK_HOME=/design/flow/orfs finish
--- /design/flow/design.v ---
`timescale 1ns / 1ps
module reg_mem (addr, data_in, wen, clk, data_out);
    parameter DATA_WIDTH = 8;  
    parameter ADDR_BITS = 5;  
    input [ADDR_BITS-1:0] addr;
    input [DATA_WIDTH-1:0] data_in;
    input wen;
    input clk;
    output [DATA_WIDTH-1:0] data_out;
    reg [DATA_WIDTH-1:0] data_out;
    reg [DATA_WIDTH-1:0] mem_array [(2**ADDR_BITS)-1:0];
    always @(posedge clk) begin
        if (wen) begin  
            mem_array [addr] <= data_in;
            data_out <= #(DATA_WIDTH)'b0;
        end
        else begin  
            data_out <= mem_array[addr];
        end
    end
endmodule
==> run summary <==
Implementation numbers.

- Logic depth along the worst register-to-register path is recorded as 4.
- The post-synthesis sequential element count is 264.
- The I/O pin count is 23.
- The cell-mix breakdown from Yosys lists the adder-cell area share as 0%.
- The post-synthesis xor/xnor area fraction is 0%.
- The final setup skew is 0.00939 ns.
- The fraction of registers with async set or reset after synthesis is 0%.
- The launch point of the worst min-delay path is recorded as mem_array[17][2].
- The capture endpoint of the worst hold path is data_out[2].
- Across all stage logs, warnings added up to 25.
- The share of total power in combinational logic is 5.2%.
- The floorplan step records an initial core utilization of 40.8%.
- The core box area is 25200 um2.
- The overall routed net length is 21800 um.
- The clock transition at the register clock pins on the worst setup and hold paths after CTS is 0.06 ns.
- Derived from the worst setup path, the maximum achievable clock frequency is 0.426 GHz.
- In the synthesized netlist, the dominant kind of combinational cell is multiplexers.
- The net switching power figure is 1520 uW.
- The worst path in the final design needs a cycle of 2.35 ns, including I/O delays and setup.
- The timing report gives the worst reg2reg path a setup slack of 1.42 ns.
- STA classifies the critical path startpoint as an input pin.
- The sequential group share of total power is 55.0%.
- For the pin with the worst max-slew slack, the measured transition is 0.733 ns.
- The number of pins exceeding their max-slew limit in the final report is 0.
- The proportion of total power due to net switching is 20.3%.
- Per the detail_route report, routed wire per instance is 21.9 um.
- The final critical-path setup slack is 0.653 ns.
- The clock insertion delay at the later pin of the skew report is 0.52 ns.
- The buffer cell driving the clock tree root is sky130_fd_sc_hd__clkbuf_16.
- Once detailed placement completed, the half-perimeter wirelength came to 14300 um.
- The final hold violation count recorded for this run is 0.
- Once placement finished, the instance area stood at 11200 um2.
- Data on the critical path arrives at its endpoint at 2.71 ns.
- Per the OpenROAD floorplan log, the area of the die is 26300 um2.
- The synthesized netlist contains 26 unique library cells.
- Setup repair after global routing left no endpoint under its margin.
- The clock group share of total power is 39.8%.
- The critical path data required time is 3.37 ns.
- The number of antenna violations at the first check in global routing is 0.
- In this run the static leakage power is 0.00413 uW.
- The DRC marker count from the first detailed-route iteration is 446.
- Adding up every negative setup slack in the final design gives 0 ns.
- The number of endpoints failing setup at the final stage is 0.
- After Yosys synthesis, AND-OR and OR-AND compound gates account for 4.35% of the synthesized area.
- Along the worst path, the maximum fanout reaches 12.
- The portion of synthesized area spent on multiplexers is 12.5%.
- In this run the post-CTS setup repair buffer count came out at 0.
- In the synthesized netlist, the number of instances is 577.
- The type recorded for the worst min-delay path is register to register.
- The level count of the clock H-tree is 1.
- The number of hold-repair buffers added at the cts stage is 0.
- The post-synthesis area per instance is 17.8 um2.
- The total cell area reported by yosys after synthesis is 10300 um2.
- The count of library flops with an enable pin is 256.
- The critical path is of the input pin to register type.
- Sequential cells were found to cover 76.5% of the synthesized design area.
- The critical path goes through clkdlybuf4s50_1 > buf_4 > nand4bb_1 > o22ai_1 > nor4_1 > a21oi_1.
- The worst hold path was traced through 4 stages.
- The layout-stage area growth over the synthesis result is 16.4%.
- The layout filler cell count is 2038.
- The standard cell with the maximum stage delay on the critical path is sky130_fd_sc_hd__clkdlybuf4s50_1.
- The flow ran to the end, and the final reports show no timing, DRC or antenna violations.
- Per STA, the worst path accumulates the most delay in the family simple AND/OR/NAND/NOR gates.
- TritonCTS built the clock tree.
- Post-synth the commonest register cell is sky130_fd_sc_hd__edfxtp_1.
- The die span in y is 162 um.
- Prior to clock tree synthesis, the placed netlist has a worst setup slack of 0.158 ns.
- Buffers placed on the I/O ports in this run total 22.
- The iteration count of the initial detailed-routing pass is 5.
- The maximum vdd drop is 452 uV.
- The final instance area is 11900 um2.
- After its last routability iteration, the placer logged a weighted congestion of 0.952.
- In the routed netlist, the antenna diode instances number 0.
- The kind of capture point of the worst setup path is a register.
- The worst register-to-register path ends at data_out[6].
- In this run the tightest slew margin relative to its limit is 51.2%.
- In the routed layout, each cell is associated on average with a via count of 5.38.
- The power density over cell area is 627 nW/um2.
- The total routing resource utilization after global routing is 18.8%.
- The beginning of the worst register-to-register path is mem_array[2][6].
- The internal power of the cells totals 5960 uW.
- The cell total in the yosys stat output is 577.
- In this run the remaining antenna-violating nets after routing total 0.
- For this design, the sink count on the clock tree is 264.
- The post-route netlist has 15.1% of its cells at a drive strength greater than 1.
- Entering global routing, the biggest net connects 61 pins.
- The overall die width is 162 um.
- For this block, the via count after detailed routing is 5365.
- CTS added clock buffers totalling 26.
- The timing report notes that buffer and inverter cells on the critical path total 2.
- The largest stage delay on the critical path is 0.64 ns.
- The post-synth design cell area is 10300 um2.
- The number of buffers on the longest clock path is 3.
- The via count of the first global-routing pass is 5645.
- Of the available clock period, the critical path in the final layout requires 78.2%.
- The floorplan has 58 rows.
- The global-route wire length before repair is 33400 um.
- The report lists the number of cells resized after CTS as 0.
- The global route stage reports its total congestion overflow as 0.
- The run reported a max-capacitance violation count of 0.
- The warning tally printed by Yosys for this design is 1.
- The DRC violation count after routing is 0.
- Per the synthesis report, the simple-gate share of the synthesized area is 4.65%.
## cell usage in the layout (no fill, tap or decap), types with 2 or more instances in the layout
master,Yosys,final
sky130_fd_sc_hd__a21oi_1,8,8
sky130_fd_sc_hd__buf_12,0,2
sky130_fd_sc_hd__buf_4,1,58
sky130_fd_sc_hd__clkbuf_1,7,3
sky130_fd_sc_hd__clkbuf_16,0,27
sky130_fd_sc_hd__clkdlybuf4s50_1,0,21
sky130_fd_sc_hd__clkinv_1,0,6
sky130_fd_sc_hd__clkinv_2,0,7
sky130_fd_sc_hd__dfxtp_1,8,8
sky130_fd_sc_hd__edfxtp_1,256,256
sky130_fd_sc_hd__mux2i_1,128,128
sky130_fd_sc_hd__nand2_1,2,2
sky130_fd_sc_hd__nand3_1,2,2
sky130_fd_sc_hd__nand3b_1,4,4
sky130_fd_sc_hd__nand4b_1,4,4
sky130_fd_sc_hd__nand4bb_1,6,6
sky130_fd_sc_hd__nor2_1,29,29
sky130_fd_sc_hd__nor3_1,4,4
sky130_fd_sc_hd__nor4_1,16,16
sky130_fd_sc_hd__o22ai_1,63,63
sky130_fd_sc_hd__or3b_1,3,3
sky130_fd_sc_hd__or4b_4,3,3
## area by class of cell
type	instances	area, um2	area share [%]
clock inverter	15	96.3	0.807
clock buffer	30	687	5.75
sequential	264	7850	65.7
multi-input combinational	277	2200	18.5
timing repair buffer	82	697	5.83
tap	330	413	3.46
## tightest hold or removal path: stages (launching register included)
cell                       delay, ns
sky130_fd_sc_hd__edfxtp_1       0.32
sky130_fd_sc_hd__mux2i_1        0.08
sky130_fd_sc_hd__o22ai_1        0.14
sky130_fd_sc_hd__nor4_1         0.08
sky130_fd_sc_hd__a21oi_1        0.13
## metrics by stage
stage / power (uW) / hold WS [ns] / utilization, % / cells
finish: 7490 / 0.774 / 47.4 / 998
global route: 7700 / 0.805 / 47.4 / 998
CTS: 7530 / 0.764 / 47.4 / 998
detailed placement: 4580 / 0.760 / 44.3 / 953
global placement: 4580 / 0.749 / 44.3 / 953
floorplan: 4380 / 0.639 / - / 577
## cell families (layout without fill, tap and decap cells)
kind of cell	after synthesis	in the layout
AND/OR/NAND/NOR	77	77
AND-OR/OR-AND	72	72
buffers and inverters	36	127
flip-flops	264	264
multiplexers	128	128
## sequential cells by signal, indices dropped and copies added, names as in the netlist
name / cells
mem_array: 256
data_out: 8
## power groups by stage
stage / Clock (uW) / Combinational, uW / Sequential [uW]
5_1_grt: 3160 / 418 / 4120
4_1_cts: 3020 / 393 / 4120
6_report: 2980 / 389 / 4110
## worst max path at each step
stage         startpoint           to  slack (ns)  cells past startpoint
CTS              addr[2]  data_out[6]        0.69                      6
finish           addr[2]  data_out[6]        0.65                      6
global route     addr[2]  data_out[6]        0.53                      6
## synthesized netlist by cell type, types with 4 or more instances
master / instances / area share, %
sky130_fd_sc_hd__a21oi_1: 8 / 0.39
sky130_fd_sc_hd__buf_2: 20 / 0.98
sky130_fd_sc_hd__buf_6: 6 / 0.66
sky130_fd_sc_hd__clkbuf_1: 7 / 0.26
sky130_fd_sc_hd__dfxtp_1: 8 / 1.6
sky130_fd_sc_hd__edfxtp_1: 256 / 75
sky130_fd_sc_hd__mux2i_1: 128 / 12
sky130_fd_sc_hd__nand3b_1: 4 / 0.29
sky130_fd_sc_hd__nand4b_1: 4 / 0.34
sky130_fd_sc_hd__nand4bb_1: 6 / 0.66
sky130_fd_sc_hd__nor2_1: 29 / 1.1
sky130_fd_sc_hd__nor3_1: 4 / 0.20
sky130_fd_sc_hd__nor4_1: 16 / 0.98
sky130_fd_sc_hd__o22ai_1: 63 / 3.8
## layer usage
metal	track usage (%)	up-vias	part of all wire [%]
met5	0.189	-	0
met3	5.97	44	7.4
met4	4.59	0	3.1
met1	26.7	2648	40
met2	30.3	197	50
li1	-	2476	-
No activity file was given, so power comes from the tool's default toggle rates.
