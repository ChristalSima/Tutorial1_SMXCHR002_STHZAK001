$ cat flow/design.v
module ALU8(
    input clk,
    input [7:0] A, B,
    input [3:0] ALU_sel,
    output reg [7:0] out
);
 reg [7:0] Acc;
 integer hold;
 always @ (posedge clk) begin
    case (ALU_sel)
           4'b0000 : Acc = A + B;
           4'b0001 : Acc = A - B;
           4'b0010 : Acc = A*B;
           4'b0011 : Acc = A/B;
          4'b0100 : Acc = Acc + A;
          4'b0101 : Acc = Acc*A;
           4'b0110 : Acc = Acc + (A*B);
           4'b0111 : begin
            hold = A[7];
            Acc = A << 1;  
            Acc[0] = hold;
        end
           4'b1000 : begin
            hold = A[0];
            Acc = A >> 1;  
            Acc[7] = hold;
        end
           4'b1001 : Acc = A & B;  
            4'b1010 : Acc = A | B;  
           4'b1011 : Acc = A ^ B;  
          4'b1100 : Acc = ~ (A & B);  
           4'b1101 : if (A == B) Acc = 8'hFF;
            else Acc = 8'h0;
           4'b1110 : if (A > B) Acc = 8'hFF;
            else Acc = 8'h0;
           4'b1111 : if (A < B) Acc = 8'hFF;
            else Acc = 8'h0;
    endcase
    out = Acc;
 end
endmodule
$ cat flow/run.sh
#!/bin/bash
# OpenROAD 26Q1-2900-gdf79404cd8, Yosys 0.63+post, stock flow scripts
make -C /OpenROAD-flow-scripts/flow DESIGN_CONFIG=/design/flow/config.mk WORK_HOME=/design/flow/orfs finish
$ cat flow/config.mk
export PLATFORM = sky130hd
export DESIGN_NAME = ALU8
export DESIGN_NICKNAME = ALU8
export VERILOG_FILES = /design/flow/design.v
export SDC_FILE = /design/flow/constraint.sdc
export NUM_CORES = 4
export LEC_CHECK = 1
export CORE_UTILIZATION = 40
$ cat flow/constraint.sdc
current_design ALU8

set clk_period 15.2
set clk_io_pct 0.2

create_clock -name clk0 -period $clk_period [get_ports {clk}]

set non_clock_inputs [all_inputs -no_clocks]
set_input_delay [expr $clk_period * $clk_io_pct] -clock clk0 $non_clock_inputs
set_output_delay [expr $clk_period * $clk_io_pct] -clock clk0 [all_outputs]
==> results.ini <==
[run_status]
status = finished clean

[clock_network]
cts.sinks = 8
cts_buffers = 3
postCtsHoldBufs = 0
cts.path.max_buffers = 2
htreeDepth = 1
clk_pin_slew_ns = 0.04
cts_tree = done
worstSkewPairLatency_ns = 0.24
root_buffer = clkbuf_16

[place]
port_buffers = 28
dp.cells = 894
gp_congestion = 0.982
place_area_mm2 = 0.00594
dpl.hpwl_um = 13400

[global_route]
antenna_found_initial = 0
track_usage_pct = 26.1
grt.overflow.total = 0
grt_pass1_vias = 5020
grt_max_degree = 37
grt_pass1_wl_um = 27500

[cells_and_area]
syn2layout_area_growth_pct = 12.3
layout_top_cell = ha_1
stdcell_count = 901
nFillCells = 1313
drive_gt1_share_pct = 7.17
stdcell_area_mm2 = 0.00607
largest_reg_flops = 8
mostFrequentLayoutCells = ha_1 (109), inv_1 (71), nor2_1 (66), nand2_1 (55), a21oi_1 (41)

[power_and_ir_drop]
ir_drop_mv = 0.0489
p_leak_nw = 2.85
power_density_mw_per_mm2 = 92.1

[min_path]
hold_class = flop to flop

[yosys]
syn_area_mm2 = 0.00541
syn_inst = 697
ys_types = 59
ys_ff = 8
yosys_area_mm2 = 0.00541
synth.avg_cell_area_um2 = 7.76
yosysWarnings = 1
flop_cell = dfxtp_1
synth-edff-count = 0
ys_cells = 697
yosysSeqAreaShare_pct = 2.96
synthArstFlopShare_pct = 0

[route]
vias_per_cell = 5.67
dr.pass1.iters = 5
drt_iter0_drc = 283
diodes = 0
ant_nets = 0
vias = 5111
drc = 0
totalWireLength_um = 17200
wl_per_cell_um = 19.1

[sta]
slew_violations = 0
fmax_ghz = 0.0700
hold_viol = 0
fin_skew_ns = 0.00641
period_used_pct = 94.0
tightest_slew_ns = 0.755
min_period_ns = 14.29
hold_ws_ns = 0.896
setup_violations = 0
rsz0062_at_grt = false
slew_headroom_pct = 49.0

[die]
io_pins = 29
row_count = 42
chipWidth_um = 118
coreArea_mm2 = 0.0132
die_h_um = 118
die_area_mm2 = 0.0140
fp_util_pct = 41.0

[worst_setup_path]
cpMostUsedCell = o21a_1
cp.arrival_ns = 14.41
cp_max_fo = 10
critPathCaptureType = flop
worstSetupPathType = input pin to flop
crit_path_start_kind = input pin
slowest_stage = or4_4
critPathRequiredTime_ns = 15.32
slowest_delay_ns = 0.63

[flow_run]
maxCapViolations = 0
tool_warnings = 45

-- area by class of cell --
cell class	instances	area (um^2)	share of cell area, %
tap	176	220	3.63
clock buffer	3	75.1	1.24
inverter	72	270	4.45
timing repair buffer	49	438	7.22
sequential	8	160	2.64
multi-input combinational	593	4910	80.8
-- cells by family after synthesis --
family / after synthesis / synth area share (%)
simple gates: 206 / 17.9
compound gates: 170 / 21.5
fa+ha+maj: 137 / 35.6
buf+inv: 96 / 6.67
xor+xnor: 56 / 10.3
mux: 24 / 4.98
flops: 8 / 2.96
-- where the power goes --
part           total [mW]  switching, mW  leakage [nW]  internal, mW
clock              0.0465         0.0123        0.0370        0.0341
sequential         0.0414         0.0139        0.0673        0.0276
combinational       0.471          0.250          2.74         0.222
-- routing by layer --
layer  vias to the layer above  routed length, um  part of all wire, %  global-route usage [%]
met5                         -                  0                    0                       0
met4                         0                748                  4.4                    9.86
met3                        48               1100                  6.4                    3.30
met2                       182               7450                   43                    41.1
met1                      2363               7870                   46                    37.0
li1                       2518                  -                    -                       -
-- what timing repair did --
item / CTS / global route
setup buffers: 0 / 4
resized: 0 / 5
endpoints found under the setup margin: 0 / 1
-- through the flow --
| step | power [mW] | setup slack [ns] | utilization [%] | TNS, ns |
|---|---|---|---|---|
| after global routing | 0.617 | 0.0391 | 46.0 | 0 |
| final | 0.559 | 0.909 | 46.0 | 0 |
| after detailed placement | 0.507 | -0.0817 | 45.1 | -0.0817 |
| after floorplan | 0.377 | 1.36 | - | 0 |
| after global placement | 0.503 | 0.463 | 45.1 | 0 |
| after CTS | 0.557 | 0.175 | 45.6 | 0 |
-- Yosys cell counts, types with 3 or more instances --
cell type | n | area, um^2
dfxtp_1 | 8 | 160
xnor3_1 | 5 | 113
nand3_1 | 9 | 45.0
nand2b_1 | 12 | 75.1
a32oi_1 | 5 | 43.8
or3_1 | 4 | 25.0
mux2_2 | 15 | 169
o21ai_0 | 27 | 135
ha_1 | 109 | 1360
a31oi_1 | 4 | 25.0
a21o_1 | 11 | 82.6
a22o_1 | 4 | 35.0
a22oi_1 | 7 | 52.6
o32ai_1 | 4 | 35.0
nor3_1 | 22 | 110
fa_1 | 28 | 561
a21oi_1 | 41 | 205
o21a_1 | 23 | 173
and2_1 | 17 | 106
nor4_1 | 5 | 31.3
a2111oi_0 | 3 | 26.3
mux2i_1 | 7 | 70.1
a211oi_1 | 5 | 37.5
inv_1 | 71 | 267
clkbuf_1 | 22 | 82.6
xor2_1 | 13 | 114
xnor2_1 | 38 | 333
nor2_1 | 66 | 248
nor2b_1 | 8 | 50.1
o21bai_1 | 5 | 37.5
nand2_1 | 55 | 206
a221oi_1 | 5 | 43.8
o211ai_1 | 6 | 45.0
-- final timing paths --
kind                            startpoint      to  slack [ns]  cells after the start
worst max-delay path                  B[5]  Acc[0]        0.91                     53
worst min-delay path                Acc[7]  Acc[7]        0.90                      4
worst max register to register      Acc[1]  Acc[7]       10.37                     16
worst min register to register      Acc[7]  Acc[7]        0.90                      4
-- critical path, delay by kind of cell --
kind | cells | cell delay [ns]
adder cells (fa/ha/maj) | 7 | 1.97
multiplexers | 4 | 1.19
AND/OR/NAND/NOR | 6 | 1.67
buffers and inverters | 4 | 1.06
AND-OR/OR-AND | 32 | 5.47
No activity file was given, so power comes from the tool's default toggle rates.
